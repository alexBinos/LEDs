==> /design/flow/design.v <==
module pwm_generator #(
   parameter integer SYS_CLK_FREQ       = 100_000_000,    
   parameter integer PWM_FREQ           = 20_480,         
   parameter integer BIT_W              = 8               
)(
   input  wire                   clk_in,
   input  wire                   n_reset_in,
   input  wire [(BIT_W - 1):0]   colour_in,
   output wire                   pwm_colour_out
);
   localparam integer PWM_FREQ_W = $clog2(PWM_FREQ + 1);
   localparam integer BITS = 2 ** BIT_W;
   localparam integer UNIT_COUNTS = (SYS_CLK_FREQ / (PWM_FREQ * BITS));
   localparam integer UNIT_COUNT_W = $clog2(UNIT_COUNTS + 1);
   reg [(UNIT_COUNT_W - 1):0]    unit_counter;
   reg [(BIT_W - 1):0]           compare_reg;
   reg [(BIT_W - 1):0]           colour_buf;
   reg                           pwm_colour;
   always_ff @(posedge clk_in) begin
      if (!n_reset_in) begin
         colour_buf <= {BIT_W{1'b0}};
      end
      else begin
         colour_buf <= colour_in;
      end
   end
   always_ff @(posedge clk_in) begin
      if (!n_reset_in) begin
         unit_counter <= {UNIT_COUNT_W{1'b0}};
         compare_reg <= {BIT_W{1'b0}};
      end
      else begin
         if (unit_counter >= UNIT_COUNTS) begin
            compare_reg <= compare_reg + 1'b1;
            unit_counter <= {UNIT_COUNT_W{1'b0}};
         end
         else begin
            unit_counter <= unit_counter + 1'b1;
         end
      end
   end
   always_ff @(posedge clk_in) begin
      if (!n_reset_in) begin
         pwm_colour <= 1'b0;
      end
      else begin
         if (colour_buf == {BIT_W{1'b0}}) begin
            pwm_colour <= 1'b0;
         end
         else if (colour_buf == {BIT_W{1'b1}}) begin
            pwm_colour <= 1'b1;
         end
         else begin
            pwm_colour <= (colour_buf >= compare_reg);
         end
      end
   end
   assign pwm_colour_out = pwm_colour;
endmodule
==> /design/flow/run.sh <==
#!/bin/bash
# OpenROAD 26Q1-2900-gdf79404cd8, Yosys 0.63+post, stock flow scripts
make -C /OpenROAD-flow-scripts/flow DESIGN_CONFIG=/design/flow/config.mk WORK_HOME=/design/flow/orfs finish
==> /design/flow/config.mk <==
export PLATFORM = sky130hd
export DESIGN_NAME = pwm_generator
export DESIGN_NICKNAME = pwm_generator
export VERILOG_FILES = /design/flow/design.v
export SDC_FILE = /design/flow/constraint.sdc
export NUM_CORES = 4
export LEC_CHECK = 1
export CORE_AREA = 10 10 81 81
export DIE_AREA = 0 0 91 91
==> /design/flow/constraint.sdc <==
current_design pwm_generator

set clk_period 3.0
set clk_io_pct 0.2

create_clock -name clk0 -period $clk_period [get_ports {clk_in}]

set non_clock_inputs [all_inputs -no_clocks]
set_input_delay [expr $clk_period * $clk_io_pct] -clock clk0 $non_clock_inputs
set_output_delay [expr $clk_period * $clk_io_pct] -clock clk0 [all_outputs]
==> flow_summary.yaml <==
# implementation run metrics
route:
  dr.pass1.iters: 4
  vias_per_cell: 3.88
  drtIter0Drc: 13
  antenna-diode-count: 0
  drc: 0
  route.detailed.wl_per_inst_um: 8.81
  ant_nets: 0
  vias: 717
  wl_mm: 1.63
sta:
  finalSetupViolations: 0
  finalSetupTns_ps: 0
  finalClockSkew_ps: 3.93
  fin_crit_sh_pct: 58.3
  min_period_ps: 1750
  drv_slew: 0
  worst_slew_pin_slew_ps: 504
  fmax_mhz: 571
  rsz0062_at_grt: "false"
  timing.slew.headroom_pct: 66.3
  hold_viol: 0
clock_network:
  ctsHoldBuffers: 0
  cts_root_buf: "clkbuf_8"
  cts_made_buffers: 3
  post_cts_resized: 0
  clockBufferDepth: 2
  cts_setup_buffers: 0
  clock_latency_ps: 250
  path_clk_slew_ps: 70
  cts_tree: "done"
  cts_num_sinks: 22
  cts_max_level: 1
synth:
  post_synth.cell_area_avg_sq_um: 9.70
  ys_seq_share_pct: 42.8
  ys.flops: 22
  ys_cells: 106
  synth.yosys.warnings: 1
  area_leaders: "dfxtp_1 43%, ha_1 12%, and2_1 7.9%"
  netlist_area_sq_mm: 0.00103
  synthCells: 106
  top_area_cell: "dfxtp_1"
  ys_chip_area_sq_mm: 0.00103
  synth_cell_types: 26
  synthDominantCellAreaShare_pct: 42.8
worst_setup_path:
  end_kind: "flop"
  critPathSlowestCell: "a2111oi_4"
  arrival_ps: 1900
  crit_required_ps: 3150
  slowest_delay_ps: 520
  startpoint_type: "flop"
  crit_fanout: 9
  critPathTopFamily: "AND-OR/OR-AND gates"
  cp_num_buf_inv: 0
  path_cells: "ha_1 -> a2111oi_4 -> or2b_2 -> mux2i_1 -> nor2b_1"
  critPathKind: "flop to flop"
cells_and_area:
  syn2layout_area_growth_pct: 21.5
  drive_above_1_share_pct: 4.24
global_route:
  track_usage_pct: 3.97
  antenna_found_initial: 0
  grt-ovfl-total: 0
  grt_max_degree: 20
  grt_pass1_wl_mm: 2.93
  grt_pass1_vias: 743
min_path:
  min_path_type: "flop to flop"
floorplan:
  io_pins: 11
  die_area_sq_mm: 0.00828
  fp_util_pct: 21.4
  die_w_um: 91
  coreArea_sq_mm: 0.00482
  die_y_um: 91
  rows: 25
place:
  dp_hpwl_mm: 1.27
  gp_congestion: 0.747
  io_buffer_count: 10
pwr:
  ir_worst_vdd_v: 0.000180
  leakagePower_nw: 0.452
  power.density_mw_per_mm2: 430
  p_total_w: 0.000537
flow_run:
  maxCapViolCount: 0
  warnings: 25
status:
  outcome: "complete, no violations"
[worst register-to-register path: stages (launching register included)]
cell and delay, ps:
dfxtp_1 360, ha_1 280, a2111oi_4 520, or2b_2 240, mux2i_1 190, nor2b_1 60
[per-stage QoR]
stage	utilization, %	std cells	hold slack, ps	setup slack, ps	cell area, sq um
6_report	25.9	185	500	1250	1250
5_1_grt	25.9	185	547	1090	1250
4_1_cts	25.9	185	505	1230	1250
3_5_place_dp	25.1	182	488	1170	1210
3_3_place_gp	25.1	182	480	1200	1210
2_1_floorplan	-	106	460	1400	1030
[cell families after synthesis]
logic type | Yosys count | synth area share [%]
multiplexers | 1 | 0.973
adder cells (fa/ha/maj) | 10 | 12.2
buffers and inverters | 9 | 3.28
AND-OR/OR-AND | 12 | 9.00
XOR/XNOR | 8 | 6.81
flip-flops | 22 | 42.8
AND/OR/NAND/NOR | 44 | 24.9
[cell usage in the layout, fill, tap and decap left out]
master	instances
dfxtp_1	22
nand3b_1	1
clkdlybuf4s50_1	10
nand4_1	6
xnor2_1	6
ha_1	10
or4_1	2
or3_1	2
nor2b_1	1
nor4b_1	2
a2111oi_4	1
mux2i_1	1
nand2_1	2
clkbuf_8	3
a211oi_1	1
a21oi_1	3
a21boi_0	2
nor4_1	1
o31ai_1	1
or2b_2	1
o21ai_0	4
nor2_1	8
and2_1	13
and3_1	1
inv_1	8
nand3_1	4
xor2_1	2
[Yosys cell counts (all sizes together)]
library cell,n
dfxtp,22
and2,13
ha,10
inv,8
nor2,8
nand4,6
xnor2,6
nand3,4
o21ai,4
a21oi,3
a21boi,2
nand2,2
nor4b,2
or3,2
or4,2
xor2,2
a2111oi,1
a211oi,1
and3,1
clkbuf,1
mux2i,1
nand3b,1
nor2b,1
nor4,1
o31ai,1
or2b,1
[final timing paths]
path	start	end	slack, ps	depth (start not counted)
worst max-delay path	unit_counter[0]	compare_reg[1]	1250	5
worst min-delay path	unit_counter[0]	unit_counter[0]	500	1
worst max register to register	unit_counter[0]	compare_reg[1]	1250	5
worst min register to register	unit_counter[0]	unit_counter[0]	500	1
[report_power, final]
part           internal (W)  switching, W  leakage, nW
registers          0.000303    0.00000923        0.180
clock network     0.0000893     0.0000848       0.0216
logic             0.0000313     0.0000196        0.250
total              0.000423      0.000114        0.452
[layout make-up]
class                   instances  area, sq um
fillers                       547         3570
multi-input cells              75          554
flip-flops and latches         22          440
repair buffers                 10          100
well taps                      67         83.8
clock buffers                   3         41.3
inverters                       8         30.0
[per-layer routing]
layer	routed length [um]	vias up	GRT usage, %
met4	24	0	1.04
met1	859	311	5.22
met2	709	8	6.50
met5	0	-	0
li1	-	396	-
met3	37	2	0.830
Power figures rest on the tool's default switching activity, not on a simulated workload.
